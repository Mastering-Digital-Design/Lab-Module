## ./design.v

```verilog
module bin2bcd_16(
	input  logic [15:0] x,			 
	output logic [3:0]  BCD0, BCD1, BCD2, BCD3, BCD4    
);
   logic [35:0] result;   
   integer i;
   always_comb
        begin
            result[35:0] = 0;
            result[15:0] = x;
            for (i=0; i<16; i=i+1) begin
                if (result[19:16] >= 5)
                    result[19:16] = result[19:16] + 4'd3;
                if (result[23:20] >= 5)
                    result[23:20] = result[23:20] + 4'd3;
                if (result[27:24] >= 5)
                    result[27:24] = result[27:24] + 4'd3;
                if (result[31:28] >= 5)
                    result[31:28] = result[31:28] + 4'd3;
                result = result << 1;
            end
            BCD0 = result[19:16];
                BCD1 = result[23:20];
                BCD2 = result[27:24];
                BCD3 = result[31:28];
                BCD4 = result[35:32];
        end
endmodule
```

## ./run.sh

```bash
#!/bin/bash
# OpenROAD 26Q1-2900-gdf79404cd8, Yosys 0.63+post, stock flow scripts
make -C /OpenROAD-flow-scripts/flow DESIGN_CONFIG=/design/flow/config.mk WORK_HOME=/design/flow/orfs finish
```

## ./config.mk

```make
export PLATFORM = sky130hd
export DESIGN_NAME = bin2bcd_16
export DESIGN_NICKNAME = bin2bcd_16
export VERILOG_FILES = /design/flow/design.v
export SDC_FILE = /design/flow/constraint.sdc
export NUM_CORES = 4
export LEC_CHECK = 1
export CORE_UTILIZATION = 30
```

## ./constraint.sdc

```tcl
current_design bin2bcd_16

set clk_period 19.5
set clk_io_pct 0.2

create_clock -name clk0 -period $clk_period

set non_clock_inputs [all_inputs -no_clocks]
set_input_delay [expr $clk_period * $clk_io_pct] -clock clk0 $non_clock_inputs
set_output_delay [expr $clk_period * $clk_io_pct] -clock clk0 [all_outputs]
```

==> run notes <==
fresh numbers from the pnr run: outcome=finished, final reports clean, Hold WC Path Type=input port to primary output, startpoint types=input port, total number of vias=between 6000 and 7000, Hold Path Depth=0, max-cap violation count=0, seq_cells=0, GRT Util Overall=14.7%, most frequent logic cell in the layout=nand2_1, Slew Limit Headroom=between 50% and 60%, yosys warning tally=1, chip area=~20000 um2, drt wl/cell=13.1 um, GRT overflow=0, P&R area growth vs syn=16.2%, post-synth cell types=roughly 120, Post-Synthesis Cells=approximately 870, crit end category=primary output, Max FO, Critical Path=8, antenna viol nets, final=0, Syn Area/Cell=6.68 um2, Tcrit/Tclk final=96.4%, detailed-route DRC error count=0, die height=~140 um, maximum clock frequency=roughly 0.053 GHz, # placed instances=roughly 1100, number of port buffers=34, first-pass GRT wire length=between 20000 and 30000 um, Critical Path AT=about 15000 ps, Synth Cell Area=5830 um2, DR pass1 iterations=6, Worst Tran Pin Value=just under 700 ps, placer congestion estimate=a little over 0.9, clock buffer count=0, number of hold buffers added after cts=0, share of cells above drive strength 1=between 20% and 30%, Tmin final=approximately 19000 ps, most common logic cells in the final layout=79 x nand2_1, 56 x a21oi_1, 55 x o21ai_0, 54 x nor2_1, 48 x buf_4, Iteration-0 DRC Markers=roughly 470, worst hold slack=7800 ps, ant diodes=0, Post-Route WL=15200 um, Synth Seq Share=0%, Flop area=0 um2, fp util=a little under a third, critical path's most frequent cell=ha_1, slowest cell delay on critical path=between 500 and 600 ps, row cnt=approximately 50, core area=18900 um2, Fillers=roughly 2000, vias per inst=between 5 and 6, ys cells=about 870, # IOs=36, Setup WS pre-CTS=-215 ps, Final Hold Vio Count=0, Final Util=between 30% and 40%, fin cells=roughly 1200, Log Warnings=35, final setup vio count=0, CP Class=input port to primary output, critical path's slowest cell=or4_1, setup ws final=roughly 700 ps, vias in the first global route=approximately 5700, CP required=between 15000 and 20000 ps, yosys stat area=about 6000 um2, largest net degree at the start of global routing=20, final slew viol count=0, hpwl dp=between 10000 and 15000 um, Die Wd=~140 um, initial antenna violation count=0
==> routing by layer <==
| layer | part of all wire [%] | vias to the layer above | GRT usage [%] |
|---|---|---|---|
| met3 | 4.6 | 16 | 0.688 |
| met1 | 50 | 3062 | 22.2 |
| li1 | - | 3461 | - |
| met2 | 45 | 202 | 23.9 |
| met5 | 0 | - | 0 |
| met4 | 0.81 | 0 | 1.58 |
==> cells by family (layout without fill, tap and decap cells) <==
kind of cell / Yosys count / in the layout / share of synthesized area (%)
adders and majority gates: 26 / 26 / 5.50
xor gates and xnor gates: 23 / 23 / 4.29
and+or+nand+nor: 330 / 330 / 29.2
muxes: 28 / 28 / 5.17
buffers and inverters: 96 / 126 / 7.23
AOI/OAI and AO/OA: 369 / 369 / 48.6
==> worst paths after layout <==
| path | endpoint | slack (ps) | from |
|---|---|---|---|
| worst max-delay path | BCD3[1] | 700 | x[14] |
| worst min-delay path | BCD0[0] | 7800 | x[0] |
==> timing repair <==
item,in CTS,in global routing
setup buffers,0,18
endpoints found under the setup margin,4,13
pin swaps,0,17
gates resized,4,38
==> area by class of cell <==
type / count / area (um2) / area share (%)
multi-input cells: 776 / 5570 / 82.3
well taps: 260 / 325 / 4.81
repair buffers: 82 / 701 / 10.3
inverters: 44 / 170 / 2.51
==> synthesized netlist by cell type, drive strengths merged (8+ instances only) <==
library cell	n	area, um2
nor2b	9	56.3
nand4	12	75.1
o22ai	14	108
inv	40	153
o21ai	74	393
nand2b	15	93.8
nand2	85	337
ha	24	300
o221ai	10	100
mux2i	20	208
a31oi	18	146
o21a	11	82.6
or2	13	81.3
and2	16	103
a2bb2oi	8	88.8
o211ai	24	204
buf	26	156
xnor2	23	250
nor4	9	56.3
nor2	62	253
a21o	12	91.3
nand3	33	165
or3	13	81.3
clkbuf	26	97.6
a21oi	70	380
o31ai	14	156
nor3	41	220
a211oi	12	105
mux2	8	93.8
==> metrics by stage <==
step                instance area (um2)  setup TNS (ps)
floorplan                          5830               0
global placement                   6460               0
detailed placement                 6460            -821
CTS                                6480               0
global route                       6770            -430
finish                             6770               0
==> critical path, delay by kind of cell <==
kind / cells / cell delay [ps]
adder cells (fa/ha/maj): 10 / 2130
AND-OR/OR-AND: 16 / 3030
XOR/XNOR: 3 / 410
buffers and inverters: 11 / 1620
AND/OR/NAND/NOR: 19 / 3790

`config.mk`:
```
export PLATFORM = sky130hd
export DESIGN_NAME = ex16_top
export DESIGN_NICKNAME = ex16_top
export VERILOG_FILES = /design/flow/design.v
export SDC_FILE = /design/flow/constraint.sdc
export NUM_CORES = 4
export LEC_CHECK = 1
export CORE_UTILIZATION = 50
```
`constraint.sdc`:
```
current_design ex16_top

set clk_period 4.8
set clk_io_pct 0.2

create_clock -name clk0 -period $clk_period [get_ports {CLOCK_50}]

set non_clock_inputs [all_inputs -no_clocks]
set_input_delay [expr $clk_period * $clk_io_pct] -clock clk0 $non_clock_inputs
set_output_delay [expr $clk_period * $clk_io_pct] -clock clk0 [all_outputs]
```
`design.v`:
```
module clktick #(
	parameter WIDTH = 16
)(
  input  logic             clk,       
  input  logic             rst,       
  input  logic             en,        
  input  logic [WIDTH-1:0] N,     	  
  output logic  		       tick       
);
logic [WIDTH-1:0] count;
always_ff @ (posedge clk)
    if (rst) begin
        tick <= 1'b0;
        count <= N;  
        end
    else if (en) begin
	    if (count == 0) begin
		    tick <= 1'b1;
		    count <= N;
	        end
	    else begin
		    tick <= 1'b0;
		    count <= count - 1'b1;
	        end
        end
endmodule
module spi2dac (sysclk, data_in, load, dac_sdi, dac_cs, dac_sck, dac_ld);
	input	sysclk;			 
	input	[9:0]	data_in;	 
	input	load;				 
	output dac_sdi;		 
	output dac_cs;			 
	output dac_sck;		 
	output dac_ld;
	wire			sysclk, load;
	wire [9:0]	data_in;
	reg			dac_cs, dac_ld;
	wire			dac_sck, dac_sdi;
	parameter	BUF=1'b1;		 
	parameter	GA_N=1'b1;		 
	parameter	SHDN_N=1'b1;	 
	wire [3:0] cmd = {1'b0,BUF,GA_N,SHDN_N};   
	reg			clk_1MHz;	 
	reg [4:0]	ctr;			 
	parameter	TC = 5'd24;   
	initial begin
		clk_1MHz = 0;			 
		ctr = 5'b0;				 
	end
	always @ (posedge sysclk)    
	  if (ctr==0) begin
		  ctr <= TC;
		  clk_1MHz <= ~clk_1MHz;  
		end
	  else
		  ctr <= ctr - 1'b1;
	reg [1:0] 	sr_state;
	parameter	IDLE  = 2'b00,WAIT_CSB_FALL = 2'b01, WAIT_CSB_HIGH = 2'b10;
	reg			dac_start;		  
	initial begin
		sr_state = IDLE;
		dac_start = 1'b0;	 
		end
	always @ (posedge sysclk)   
		case (sr_state)
			IDLE:	if (load==1'b1) sr_state <= WAIT_CSB_FALL;
			WAIT_CSB_FALL: if (dac_cs==1'b0) sr_state <= WAIT_CSB_HIGH;
			WAIT_CSB_HIGH: if (dac_cs==1'b1) sr_state <= IDLE;
			default: sr_state <= IDLE;
		endcase
	always @ (*)
		case (sr_state)
			IDLE: dac_start = 1'b0;
			WAIT_CSB_FALL: dac_start = 1'b1;
			WAIT_CSB_HIGH: dac_start = 1'b0;
			default: dac_start = 1'b0;
		endcase
	reg [4:0] 	state;
	initial	begin	
		state = 5'b0; dac_ld = 1'b0; dac_cs = 1'b1; 
		end
	always @(posedge clk_1MHz)   
		case (state)
			5'd0:	if (dac_start == 1'b1)     
						state <= state + 1'b1; 
					else 
						state <= 5'b0; 
			5'd17: 	state <= 5'd0;   
			default: state <= state + 1'b1;	 
		endcase
	always @ (*)	begin			 
		dac_cs = 1'b0;  dac_ld = 1'b1;
		case (state)
			5'd0: 	dac_cs = 1'b1;
			5'd17: 	begin dac_cs = 1'b1; dac_ld = 1'b0; end
			default: begin dac_cs = 1'b0;	dac_ld = 1'b1;	end
			endcase
		end  
	reg [15:0] shift_reg;
	initial	begin	
		shift_reg = 16'b0; 
		end
	always @(posedge clk_1MHz)
		if((dac_start==1'b1)&&(dac_cs==1'b1))		 
			shift_reg <= {cmd,data_in,2'b00};
		else 													 
			shift_reg <= {shift_reg[14:0],1'b0};
			assign dac_sck = !clk_1MHz&!dac_cs;
			assign dac_sdi = shift_reg[15];
endmodule
module processor (
	input  logic		sysclk,			 
	input  logic [9:0]	data_in,		 
	input  logic		data_valid,		 
	output logic [9:0] 	data_out		 
);
	logic [9:0]			x,y;
	logic				enable;
	parameter 		ADC_OFFSET = 10'd512;
	parameter 		DAC_OFFSET = 10'd512;
	assign x = data_in[9:0] - ADC_OFFSET;		 
	assign y = x;
	pulse_gen  PULSE (.clk(sysclk), .rst(1'b0), 
				.in(data_valid), .pulse(enable) );
	always @(posedge sysclk)
		if (enable == 1'b1)
			data_out <=  y + DAC_OFFSET;
endmodule
module ex16_top (
	input  logic            CLOCK_50, 				     
	input  logic            ADC_SDO,					 
	output logic            DAC_CS, DAC_SDI, DAC_SCK,	 
	output logic            ADC_CS, ADC_CLK			     
);
	logic       tick_10k;			 
	logic [9:0] data_in; 			 
	logic [9:0] data_out; 			 
	logic	    data_valid;			 
	clktick  GEN_10K (.clk(CLOCK_50), .rst(1'b0), .en(1'b1), .N(16'd4999),  .tick(tick_10k));
	spi2adc SPI_ADC_INTERFACE (	
			.sysclk (CLOCK_50),
			.start (tick_10k),
			.data_from_adc (data_in),
			.data_valid (data_valid),
			.adc_cs (ADC_CS),
			.adc_sck (ADC_CLK),
			.sdata_from_adc (ADC_SDO));
    spi2dac MCP4911 (
		   .sysclk(CLOCK_50), .data_in(data_out), .load(tick_10k),
		   .dac_cs(DAC_CS), .dac_sdi(DAC_SDI), .dac_sck(DAC_SCK) );
	processor	ALLPASS (.sysclk(CLOCK_50), 
						.data_in(data_in), .data_out(data_out), .data_valid(data_valid) );    
endmodule
module pulse_gen (
    input   logic clk,   
    input   logic rst,   
    input   logic in,    
    output  logic pulse  
);
    typedef enum {IDLE, IN_HIGH, WAIT_LOW}  my_state;
    my_state current_state, next_state;
    always_ff @(posedge clk)
        if (rst)    current_state <= IDLE;
        else        current_state <= next_state; 
    always_comb
        case (current_state)
            IDLE:       if (in==1'b1)   next_state = IN_HIGH;
                        else            next_state = current_state;
            IN_HIGH:    if (in==1'b1)   next_state = WAIT_LOW;
                        else            next_state = IDLE;
            WAIT_LOW:   if (in==1'b0)   next_state = IDLE;
                        else            next_state = current_state;
            default: next_state = IDLE;
        endcase
    always_comb
        case (current_state)
            IDLE:       pulse = 1'b0;
            IN_HIGH:    pulse = 1'b1;
            WAIT_LOW:   pulse = 1'b0;
            default:    pulse = 1'b0;
        endcase
endmodule
module spi2adc (sysclk, start, channel, data_from_adc, data_valid, 
						sdata_to_adc, adc_cs, adc_sck, sdata_from_adc);
	input	sysclk;			 
	input	start;			 
	input	channel;			 
	output [9:0] data_from_adc;	 
	output data_valid;	 
	output sdata_to_adc;	 
	output adc_cs;			 
	output adc_sck;		 
	input sdata_from_adc;	 
	wire	sysclk, start, sdata_from_adc;
	reg [9:0]	data_from_adc;
	reg			adc_cs;
	wire			sdata_to_adc, adc_sck, data_valid;
	parameter	SGL=1'b1;	 
	parameter	MSBF=1'b1;	 
	reg			clk_1MHz;	 
	reg [4:0]	ctr;			 
	parameter	TIME_CONSTANT = 5'd24;   
	initial begin
		clk_1MHz = 0;			 
		ctr = 5'b0;				 
	end
	always @ (posedge sysclk)    
	  if (ctr==0) begin
		  ctr <= TIME_CONSTANT;
		  clk_1MHz <= ~clk_1MHz;  
		end
	  else
		  ctr <= ctr - 1'b1;
	reg [1:0] 	sr_state;
	parameter	IDLE  = 2'b00,WAIT_CSB_FALL = 2'b01, WAIT_CSB_HIGH = 2'b10;
	reg			adc_start;
	initial begin
		sr_state = IDLE;
		adc_start = 1'b0;	 
		end
	always @ (posedge sysclk)
		case (sr_state)
			IDLE:	if (start==1'b0) sr_state <= IDLE;
					else	begin
						sr_state <= WAIT_CSB_FALL;
						adc_start <= 1'b1;
						end  				
			WAIT_CSB_FALL: if (adc_cs==1'b1) sr_state <= WAIT_CSB_FALL;
					else sr_state <= WAIT_CSB_HIGH;
			WAIT_CSB_HIGH: if (adc_cs==1'b0) sr_state <= WAIT_CSB_HIGH;
					else begin
						sr_state <= IDLE;
						adc_start <= 1'b0;
						end	
			default: sr_state <= IDLE;
		endcase
	reg [4:0] 	state;
	reg  	adc_done, adc_din, shift_ena;
	initial	begin	
		state = 5'b0; adc_cs = 1'b1; adc_done = 1'b0; 
		adc_din = 1'b0; shift_ena <= 1'b0;
		end
	always @(posedge clk_1MHz)  begin
		adc_cs <= 1'b0;  adc_done <= 1'b0;  adc_din <= 1'b0; shift_ena <= 1'b0;
		state <= state + 1'b1;
		case (state)
			5'd0:	begin
						if (adc_start==1'b0) begin
							state <= 5'd0;			 
							adc_cs <= 1'b1;		 
							end
						else begin
							state <= 5'd1;			 
							adc_din <= 1'b1;		 
							end
					end
			5'd1:	adc_din <= SGL;				 
			5'd2:	adc_din <= channel;			 
			5'd3:	adc_din <= MSBF;				 
			5'd4: shift_ena <= 1'b1;  			 
			5'd15: begin
						shift_ena <= 1'b0;
						adc_done <= 1'b1;
					 end
			5'd16: begin  
						adc_cs <= 1'b1;		 
						state <= 5'd0;  		 
					 end
			default: 				
						shift_ena <= 1'b1;	 
			endcase
		end	 
	reg [9:0] shift_reg;
	initial	begin
			shift_reg = 10'b0;
			data_from_adc = 10'b0;
			end
	always @(negedge clk_1MHz)
		if((adc_cs==1'b0)&&(shift_ena==1'b1))		 
				shift_reg <= {shift_reg[8:0],sdata_from_adc};
	always @(posedge clk_1MHz)
		if(adc_done) 					
				data_from_adc = shift_reg;
		assign adc_sck = !clk_1MHz & !adc_cs;
		assign sdata_to_adc = adc_din;
		assign data_valid = adc_cs;
endmodule
```
`run.sh`:
```
#!/bin/bash
# OpenROAD 26Q1-2900-gdf79404cd8, Yosys 0.63+post, stock flow scripts
make -C /OpenROAD-flow-scripts/flow DESIGN_CONFIG=/design/flow/config.mk WORK_HOME=/design/flow/orfs finish
```
==> impl_metrics.py <==
# Flow results
metrics = {
    "power_and_ir_drop": {
        "power.internal_mw": 0.603,
        "switching_share_pct": 17.2,
        "powerDensity_nw_per_um2": 200,
        "p_leak_nw": 1.31,
        "seq_power_share_pct": 55.1,
        "power.switching_mw": 0.125,
        "p_clk_share_pct": 44.8,
        "peakVddDrop_uv": 110,
        "pwr-share-comb_pct": 0.1,
    },
    "drt": {
        "antenna_cells": 0,
        "vias_per_cell": 4.95,
        "num_vias": 1729,
        "firstDrtPassIters": 20,
        "drc": 0,
        "wirelength_microns": 3910,
        "drtIter0Drc": 72,
        "ant_nets": 0,
        "wl_per_cell_microns": 11.2,
    },
    "clock_tree": {
        "numCtsBuffers": 5,
        "post_cts_resized": 0,
        "post-cts-setup-buffers": 0,
        "cts_tree": "built",
        "cts_root_buffer": "clkbuf_8",
        "clk_latency_ns": 0.29,
        "htreeDepth": 2,
        "cts_hold_buf": 0,
        "clk_path_buf_depth": 2,
        "clk_pin_slew_ns": 0.08,
    },
    "global_route": {
        "overflow": 0,
        "grt_max_degree": 22,
        "grt_pass1_wl_microns": 7050,
        "antenna_found_initial": 0,
        "grt_pass1_vias": 1599,
        "grt_usage_pct": 12.8,
    },
    "final_timing": {
        "untimed_endpoints": 80,
        "finalCriticalPeriod_ns": 2.55,
        "worst_pin_slew_ns": 0.818,
        "grt_setup_unrepaired": "false",
        "drv_slew": 0,
        "slew_headroom_pct": 45.3,
        "hold_violations": 0,
        "fin_ws_ns": 2.25,
        "skew_ns": 0.00730,
        "unclocked_regs": 47,
        "setup_tns_ns": 0,
        "max_freq_mhz": 392,
        "period_used_pct": 53.1,
        "setup_viol": 0,
    },
    "worst_setup_path": {
        "path_max_fanout": 21,
        "crit_path_start_kind": "register",
        "regToRegStartpoint": "GEN_10K.count[0]",
        "cp.required_ns": 3.84,
        "cp-end-kind": "primary output",
        "critical_path_class": "register to primary output",
        "crit_arrival_ns": 1.59,
        "worstSetupStartpoint": "MCP4911.clk_1MHz",
    },
    "flow_run": {
        "warning_count": 30,
        "maxCapViolCount": 0,
    },
    "synth": {
        "synthArstFlopShare_pct": 0,
        "yosys_area_sq_um": 3350,
        "edf_count": 37,
        "yosys_warnings": 5,
        "ys.flops": 93,
        "synth_top_area_share_pct": 33.4,
        "ys_cells": 259,
        "yosys.area.top_type": "dfxtp_1",
        "syn-cell-area_sq_um": 3350,
        "syn_area_per_cell_sq_um": 13.0,
        "synth_cell_types": 35,
        "synthCells": 259,
        "ff_type": "dfxtp_1",
        "ys_seq_share_pct": 66.5,
        "top_cells_by_area": "dfxtp_1 (33%), edfxtp_1 (33%), ha_1 (4.1%)",
    },
    "finish": {
        "drive_gt1_share_pct": 11.0,
        "finalInstanceArea_sq_um": 3640,
        "area_delta_synth_final_pct": 8.43,
        "largest_reg_flops": 16,
    },
    "min_path": {
        "min_from": "GEN_10K.count[0]",
        "hold_class": "register to register",
    },
    "die": {
        "dieWidth_microns": 83.9,
        "die_h_microns": 83.9,
        "io_pins": 7,
        "die-area_sq_um": 7040,
        "rows": 29,
        "initial_utilization_pct": 52.2,
        "core_sq_um": 6420,
    },
    "place": {
        "place.gp.congestion": 0.775,
        "placed_area_sq_um": 3500,
        "numPortBuffers": 6,
        "dp_hpwl_microns": 2850,
        "post-place-ws_ns": 2.55,
    },
    "run_status": {
        "status": "finished, final reports clean",
    },
}
==> final timing paths <==
path	to	slack, ns	cells after the start
setup reg to reg	GEN_10K.count[12]	3.02	6
setup / recovery	DAC_SCK	2.25	2
hold / removal	GEN_10K.count[0]	0.43	1
hold reg to reg	GEN_10K.count[0]	0.43	1
==> critical path: stages (launching register included) <==
cell	delay, ns
edfxtp_1	0.64
nor2_1	0.19
clkdlybuf4s50_1	0.47
==> area by class of cell <==
| type | count | area (sq um) |
|---|---|---|
| timing repair buffer | 6 | 60.1 |
| fill | 536 | 2790 |
| tap | 77 | 96.3 |
| clock buffer | 7 | 108 |
| clock inverter | 1 | 30.0 |
| inverter | 17 | 65.1 |
| multi-input combinational | 148 | 1050 |
| sequential | 93 | 2230 |
==> Yosys cell counts (all sizes together) (8+ instances only) <==
| cell | instances |
|---|---|
| nand2 | 10 |
| xnor2 | 8 |
| nand2b | 13 |
| nor3 | 12 |
| a21oi | 10 |
| o21ai | 8 |
| mux2 | 9 |
| inv | 16 |
| nand3 | 8 |
| dfxtp | 56 |
| nor2 | 21 |
| edfxtp | 37 |
| ha | 11 |
==> through the flow <==
stage / std cells / power (mW) / hold slack [ns] / utilization, %
after detailed placement: 341 / 0.411 / 0.419 / 54.5
after global routing: 349 / 0.753 / 0.462 / 56.6
after floorplan: 259 / 0.410 / 0.394 / -
after global placement: 341 / 0.411 / 0.412 / 54.5
final: 349 / 0.728 / 0.434 / 56.6
after CTS: 349 / 0.739 / 0.438 / 56.6
==> power groups by stage <==
stage / clock network (mW) / registers (mW) / logic [mW]
after CTS: 0.337 / 0.401 / 0.000788
after global routing: 0.351 / 0.401 / 0.000802
final: 0.326 / 0.401 / 0.000779
==> cells by family (layout without fill, tap and decap cells) <==
kind of cell             count (synthesis)  count (layout)  synth area share (%)
multiplexers                            12              12                  3.92
AND/OR/NAND/NOR                         86              86                  15.2
adder cells (fa/ha/maj)                 11              11                  4.10
buffers and inverters                   18              31                  2.28
XOR/XNOR                                14              14                  3.66
AND-OR/OR-AND                           25              25                  4.29
flip-flops                              93              93                  66.5
==> cells in the final DEF (no fill, tap or decap), types with 2 or more instances in the layout <==
cell | netlist | layout
o21ai_0 | 8 | 8
mux2_2 | 9 | 9
nand2b_1 | 13 | 13
nor2_1 | 21 | 21
a21oi_1 | 10 | 10
nor3_2 | 2 | 2
nor2b_1 | 5 | 5
xnor2_1 | 8 | 8
or3_1 | 3 | 3
o31ai_1 | 3 | 3
edfxtp_1 | 37 | 37
dfxtp_1 | 56 | 56
nand3_1 | 8 | 8
clkdlybuf4s50_1 | 0 | 6
nand2_1 | 10 | 10
inv_1 | 16 | 16
xor2_1 | 6 | 6
mux2i_1 | 3 | 3
nor3_1 | 9 | 9
a22oi_1 | 2 | 2
ha_1 | 11 | 11
or2_2 | 3 | 3
and2_1 | 3 | 3
clkbuf_8 | 0 | 6
==> layer usage <==
layer  GRT usage [%]  vias up  routed length, microns
met2            17.9       17                    1590
met4            1.57        0                      51
met5               0        -                       0
li1                -      917                       -
met3            2.41        5                     106
met1            23.7      790                    2160
Power is estimated from default activity; no workload was simulated.

==> design/flow/design.v <==
module pwm # (parameter WIDTH = 10)(
	input  logic			    clk,		 
	input  logic [WIDTH-1:0]    data_in,	 
	input  logic		        load,		 
	input  logic [WIDTH-1:0]	max,		 
	output logic		        pwm_out	     
);
	logic [WIDTH-1:0]		d;				 
	logic [WIDTH-1:0]		count;		     
	always_ff @ (posedge clk)
		if (load == 1'b1) d <= data_in;
	initial count = {WIDTH{1'b0}};	         
	always_ff @ (posedge clk) begin
		if (count == max)  
            count <= {WIDTH{1'b0}};
		else
			count <= count + 1'b1;
		if (count >= d)
			pwm_out <= 1'b0;
		else	
			pwm_out <= 1'b1;
		end
endmodule
==> design/flow/run.sh <==
#!/bin/bash
# OpenROAD 26Q1-2900-gdf79404cd8, Yosys 0.63+post, stock flow scripts
make -C /OpenROAD-flow-scripts/flow DESIGN_CONFIG=/design/flow/config.mk WORK_HOME=/design/flow/orfs finish
==> design/flow/config.mk <==
export PLATFORM = sky130hd
export DESIGN_NAME = pwm
export DESIGN_NICKNAME = pwm
export VERILOG_FILES = /design/flow/design.v
export SDC_FILE = /design/flow/constraint.sdc
export NUM_CORES = 4
export LEC_CHECK = 1
export CORE_AREA = 10 10 107 107
export DIE_AREA = 0 0 117 117
==> design/flow/constraint.sdc <==
current_design pwm

set clk_period 1.9
set clk_io_pct 0.2

create_clock -name clk0 -period $clk_period [get_ports {clk}]

set non_clock_inputs [all_inputs -no_clocks]
set_input_delay [expr $clk_period * $clk_io_pct] -clock clk0 $non_clock_inputs
set_output_delay [expr $clk_period * $clk_io_pct] -clock clk0 [all_outputs]
==> deck_impl_summary.md <==
Implementation Results

Critical path
  • Top cell family by delay on the critical path: AND-OR/OR-AND gates
  • Critical path peak fanout: 2
  • Reg2Reg Depth: 6
  • Slowest Stage Delay on Critical Path: 0.33 ns
  • Slowest cell on the critical path: edfxtp_1
  • Reg2reg setup slack: ~0.38 ns
  • Worst setup path category: reg2reg
  • Stages on the worst setup path: 6
  • Critical Path RT: about 2.1 ns
  • CP arrival: 1.69 ns
  • Crit path capture type: flop
  • Crit path buffers/inverters: 1
  • CP Cell Sequence: inv_1, ha_1, a211o_1, a21oi_1, o21ai_0, a221oi_1
  • Startpoint Class: flop

Yosys
  • Mean Syn Cell Area: approximately 11 µm²
  • Post-Syn Instances: 97
  • Synth warn: 1
  • Sequential element share of the synthesized area: 0.485
  • YS chip area: approximately 0.0011 mm²
  • Count of cell types in the netlist: 23
  • Yosys cell count: 97
  • Mapped cell area: between 0.001 and 0.0015 mm²
  • Yosys reg bits: 21

STA
  • Fmax: roughly 660 MHz
  • Slew margin rel.: 0.712
  • Tmin final: 1.52 ns
  • Max-slew violations: 0
  • Fin worst setup slack: roughly 0.38 ns
  • RSZ-0062 raised after global routing: no
  • Final Hold Viols: 0
  • Post-route clock period utilization: 0.800
  • Worst Max-Slew Pin Slew: approximately 0.43 ns
  • Hold slack final: about 0.6 ns
  • Setup-failing EPs final: 0
  • Setup TNS: 0 ns
  • Clock skew: 0.00143 ns

Clock tree
  • # Post-CTS Setup Buffers: 0
  • Clock transition at the registers of the reported paths: roughly 0.070 ns
  • Root Driver: clkbuf_8
  • H-tree levels: 1
  • CTS Buffer Depth: 2
  • Sink Count: 21
  • CTS Buf Count: 3
  • TritonCTS clock tree: built
  • Hold_buf cts: 0
  • Late-Pin Clk Latency: between 0.2 and 0.3 ns
  • Gates resized, CTS repair: 0

Route
  • Detailed Routing Iterations Pass 1: 4
  • Via count: 740
  • Routed Antenna Nets: 0
  • WL final: between 2000 and 2500 µm
  • WL per Instance: roughly 9.4 µm
  • Post-route DRC: 0
  • Via/cell ratio: 3.12
  • 1st-iter DRT viols: 11
  • Ant. Diodes: 0

GRT
  • First-pass GRT wire length: 3750 µm
  • Initial antenna violation count: 0
  • Vias in the first global route: about 760
  • Met1 GRT Util: 0.0601
  • Largest net degree at the start of global routing: 12
  • Most used routing layer in global routing: met1
  • Met2 Use GR: 0.0356
  • Grt ovf: 0
  • Met3 Track Usage GR: 0.0170
  • Total track usage: 0.0346

Placed design
  • Gp weighted congestion: between 0.7 and 0.8
  • HPWL after DPL: roughly 1800 µm
  • I/O Buffers: 22
  • Dpl ws: between 0.15 and 0.2 ns

Layout
  • Layout area overhead: 40.0%
  • Share of layout cells above drive strength 1: 0.0635
  • Top cells excl fill/tap: 22 x clkdlybuf4s50_1, 11 x xnor2_1, 11 x ha_1, 11 x dfxtp_1
  • Most frequent logic cell in the layout: clkdlybuf4s50_1

Die
  • Row cnt: 35
  • Core area: between 0.009 and 0.01 mm²
  • I/O pins: 23
  • Die Width: 117 µm
  • Chip area: 0.0137 mm²
  • Die height: 117 µm
  • Init Core Util: 0.117

Worst hold path
  • Hold Crit Class: reg2reg
  • Hold depth: 2

Outcome
  • Status: completed

Run
  • Maxcap violations: 0
  • Tool warnings: 25

Pwr
  • P_leak: 0.601 nW
  • Max rail drop VDD: 0.000330 V
  • Pwr Density: 1040 mW/mm²
## per-stage QoR
stage	power, W	util	cells	cell area (µm²)
2_1_floorplan	0.00107	-	97	1070
3_3_place_gp	0.00126	0.158	233	1460
3_5_place_dp	0.00128	0.158	233	1460
4_1_cts	0.00158	0.163	237	1500
5_1_grt	0.00170	0.163	237	1500
6_report	0.00156	0.163	237	1500
## sequential cells by signal, summed over array words and instances, names as in the netlist
register	cells
pwm_out	1
count	10
d	10
## synth_stat cells
cell      instances  share of area
dfxtp_1          11           0.21
nor3_1            1         0.0047
nand2_1           2         0.0070
nand2b_1          1         0.0058
xnor2_1          11          0.090
ha_1             11           0.13
nand4_1           5          0.029
a211o_1           1         0.0082
nand3_1           4          0.019
a221oi_1          1         0.0082
nor4_4            1          0.020
and4_1            2          0.016
a21o_1            2          0.014
nor2_1           10          0.035
edfxtp_1         10           0.28
xor2_1            7          0.057
inv_1            10          0.035
and3_1            1         0.0058
buf_2             1         0.0047
a21oi_1           2         0.0093
nor2b_1           1         0.0058
o21ai_0           1         0.0047
o21a_1            1         0.0070
## layout make-up
class                      count  area, µm²
fill                        1032       7690
multi-input combinational     65        509
clock buffer                   4       45.0
tap                          111        139
inverter                      10       37.5
timing repair buffer          26        250
sequential                    21        520
## routing by layer
metal | vias to the layer above | share of wire
met5 | - | 0
met4 | 0 | 0
met3 | 0 | 0.11
met2 | 29 | 0.28
met1 | 318 | 0.61
li1 | 393 | -
## worst paths after layout
path	startpoint	to
max	d[3]$_DFFE_PP_	pwm_out$_DFF_P_
min	count[0]$_SDFF_PN0_	count[0]$_SDFF_PN0_
max reg2reg	d[3]$_DFFE_PP_	pwm_out$_DFF_P_
min reg2reg	count[0]$_SDFF_PN0_	count[0]$_SDFF_PN0_
## report_power, final
group | internal (W) | switching (W)
sequential | 0.000580 | 0.000137
combinational | 0.000303 | 0.000253
clock | 0.000149 | 0.000136
total | 0.00103 | 0.000526
## cell families after synthesis
| kind of cell | count (synthesis) | share of synthesized area |
|---|---|---|
| AOI/OAI and AO/OA | 8 | 0.0513 |
| xor gates and xnor gates | 18 | 0.147 |
| adders and majority gates | 11 | 0.128 |
| buffers and inverters | 11 | 0.0397 |
| DFF | 21 | 0.485 |
| and+or+nand+nor | 28 | 0.148 |
## tightest hold or removal path: stages, from the launching register on
cell and delay, ns:
dfxtp_1 0.35, buf_4 0.16, nor2_1 0.05
Power and IR drop assume default switching activity.
